==> design.v <==
typedef struct packed {
  logic R;
  logic I;
  logic S;
  logic B;
  logic U;
  logic J;
} EncodingType;
typedef struct packed {
  logic LUI;
  logic AUIPC;
  logic JAL;
  logic JALR;
  logic BEQ;
  logic BNE;
  logic BLT;
  logic BGE;
  logic BLTU;
  logic BGEU;
  logic LB;
  logic LH;
  logic LW;
  logic LBU;
  logic LHU;
  logic SB;
  logic SH;
  logic SW;
  logic ADDI;
  logic SLTI;
  logic SLTIU;
  logic XORI;
  logic ORI;
  logic ANDI;
  logic SLLI;
  logic SRLI;
  logic SRAI;
  logic ADD;
  logic SUB;
  logic SLL;
  logic SLT;
  logic SLTU;
  logic XOR;
  logic SRL;
  logic SRA;
  logic OR;
  logic AND;
  logic FENCE;
  logic FENCE_TSO;
  logic PAUSE;
  logic ECALL;
  logic EBREAK;
} InstructionSet;
typedef struct packed {
  logic ADD;
  logic SUB;
  logic SLL;
  logic SLT;
  logic SLTU;
  logic XOR;
  logic SRL;
  logic SRA;
  logic OR;
  logic AND;
  logic SLT_B;
  logic SLTU_B;
  logic SEQ_B;
} InstructionSetALU;
module MemoryByteSelect(
  input logic [1:0] address_end,
  input logic [1:0] read_write_size,
  input logic [31:0] read_value,
  input logic [31:0] write_value,
  output logic [3:0] byte_select,
  output logic [31:0] shifted_read_value,
  output logic [31:0] shifted_write_value
);
always_comb begin
  unique case(read_write_size)
    2'b00: begin  
      unique case(address_end)
        2'b00: begin
          byte_select = 4'b0001;
          shifted_read_value = { 24'b0, read_value[7:0] };
          shifted_write_value = { 24'b0, write_value[7:0] };
        end
        2'b01: begin
          byte_select = 4'b0010;
          shifted_read_value = { 24'b0, read_value[15:8] };
          shifted_write_value = { 16'b0, write_value[7:0], 8'b0 };
        end
        2'b10: begin
          byte_select = 4'b0100;
          shifted_read_value = { 24'b0, read_value[23:16] };
          shifted_write_value = { 8'b0, write_value[7:0], 16'b0 };
        end
        2'b11: begin
          byte_select = 4'b1000;
          shifted_read_value = { 24'b0, read_value[31:24] };
          shifted_write_value = { write_value[7:0], 24'b0 };
        end
      endcase
    end
    2'b01: begin  
      unique case(address_end)
        1'b0: begin
          byte_select = 4'b0011;
          shifted_read_value = { 16'b0, read_value[15:0] };
          shifted_write_value = { 16'b0, write_value[15:0] };
        end
        1'b1: begin
          byte_select = 4'b1100;
          shifted_read_value = { 16'b0, read_value[31:16] };
          shifted_write_value = { write_value[15:0], 16'b0 };
        end
      endcase
    end
    2'b10: begin  
      byte_select = 4'b1111;
      shifted_read_value = read_value;
      shifted_write_value = write_value;
    end
    default: begin  
      byte_select = 4'b0000;
      shifted_read_value = read_value;
      shifted_write_value = write_value;
    end
  endcase
end
endmodule
==> run.sh <==
#!/bin/bash
# OpenROAD 26Q1-2900-gdf79404cd8, Yosys 0.63+post, stock flow scripts
make -C /OpenROAD-flow-scripts/flow DESIGN_CONFIG=/design/flow/config.mk WORK_HOME=/design/flow/orfs finish
==> config.mk <==
export PLATFORM = sky130hd
export DESIGN_NAME = MemoryByteSelect
export DESIGN_NICKNAME = MemoryByteSelect
export VERILOG_FILES = /design/flow/design.v
export SDC_FILE = /design/flow/constraint.sdc
export NUM_CORES = 4
export LEC_CHECK = 1
export CORE_AREA = 10 10 87 87
export DIE_AREA = 0 0 97 97
==> constraint.sdc <==
current_design MemoryByteSelect

set clk_period 7.5
set clk_io_pct 0.2

create_clock -name clk0 -period $clk_period

set non_clock_inputs [all_inputs -no_clocks]
set_input_delay [expr $clk_period * $clk_io_pct] -clock clk0 $non_clock_inputs
set_output_delay [expr $clk_period * $clk_io_pct] -clock clk0 [all_outputs]
==> flow_metrics.tcl <==
# metrics dict for downstream scripts
set metrics [dict create \
    status "finished clean" \
    syn_avg_cell_area_um2 7.75 \
    cp.buffers_inverters 3 \
    start_kind "input pin" \
    peakVddDrop_mv 0.0230 \
    synth_top_cell_by_area "a22o_1" \
    seqCellArea_um2 0 \
    viasPerCell 4.47 \
    setup_viol_count_final 0 \
    floorplan.core_util_pct 16.3 \
    fmax_mhz 179 \
    power_leakage_nw 0.905 \
    crit_chain "clkdlybuf4s50_1 > nand2b_4 > o32ai_2 > buf_4 > a22o_1 > clkdlybuf4s50_1" \
    p_seq_share_pct 0 \
    final_hold_viol_count 0 \
    yosysTopAreaCellShare_pct 23.7 \
    arrival_ns 4.08 \
    worst_setup_path_end_kind "output port" \
    crit_top_cell "clkdlybuf4s50_1" \
    holdWs_ns 3.95 \
    numPortBuffers 136 \
    drt_iter0_drc 36 \
    die_y_um 97 \
    vias 1422 \
    crit_fanout 13 \
    rsz0062_at_grt "no" \
    power_frac_comb_pct 100.0 \
    cts_hold_buf 0 \
    p_switching_uw 39.2 \
    grtUsageTotal_pct 12.3 \
    post_cts_buffers 0 \
    ant_nets 0 \
    path_delay_family "buffers and inverters" \
    drcViolationCount 0 \
    required_ns 6.00 \
    ys_seq_share_pct 0 \
    min_from "read_value[22]" \
    maxCapViolCount 0 \
    drt-pass1-iter-count 4 \
    slew_headroom_pct 48.2 \
    drt-total-wl_mm 6.16 \
    antenna_cells 0 \
    yosysWarnings 1 \
    ff_count 0 \
    yosys_cells 119 \
    worst_path_max_delay_cell "clkdlybuf4s50_1" \
    drive_gt1_share_pct 3.25 \
    grt_max_degree 27 \
    floorplan.rows 27 \
    sw_frac_of_total_pct 28.9 \
    grt_pass1_vias 1467 \
    timing.final.crit_share_pct 74.4 \
    nClkBuffers 0 \
    die-area_mm2 0.00941 \
    slew_viol_final 0 \
    internal_power_uw 96.6 \
    worstMarginPinSlew_ns 0.776 \
    syn_inst 119 \
    io_pins 136 \
    warnings 32 \
    antenna_found_initial 0 \
    cts_resized 0 \
    p_clk_share_pct 0 \
    power.density_mw_per_mm2 58.7 \
    worstSetupPathType "input pin to output port" \
    die-width_um 97 \
    ys_chip_area_um2 922 \
    gp_congestion 0.779 \
    top_cells_by_area "a22o_1 (24%), and2_1 (22%), a221o_1 (17%)" \
    hpwl_mm 5.09 \
    grt_pass1_wl_mm 9.62 \
    core-area_mm2 0.00564 \
    yosysUniqueCellTypes 23 \
    wire_per_inst_um 19.4 \
    grt_overflow 0 \
    period_needed_ns 5.58 \
    synthesis.area_um2 922 \
    critPathMaxStageDelay_ns 0.93 \
    tns_ns 0 \
    startpoint "address_end[1]" \
    hold_path.class "input pin to output port" \
    syn_to_final_growth_pct 151 \
]
[kinds of logic (layout without fill, tap and decap cells)]
logic type      count (synthesis)  count (layout)  synth area share (%)
xor+xnor                        1               1                 0.950
simple gates                   47              47                  33.5
buf+inv                        14             141                  9.23
compound gates                 49              49                  47.6
mux                             8               8                  8.68
[final cells by class]
class | instances | area, um^2
Tap cell | 72 | 90.1
Multi-Input combinational cell | 105 | 837
Timing Repair Buffer | 138 | 1380
Inverter | 3 | 11.3
Fill cell | 586 | 3330
[through the flow]
stage / util [%] / worst slack (ns) / instance area (um^2) / std cells / power, mW
CTS: 41.0 / 1.90 / 2310 / 318 / 0.139
detailed placement: 41.0 / 1.90 / 2310 / 318 / 0.138
floorplan: - / 3.56 / 922 / 119 / 0.0363
global route: 41.0 / 1.74 / 2310 / 318 / 0.148
finish: 41.0 / 1.92 / 2310 / 318 / 0.136
global placement: 41.0 / 1.90 / 2310 / 318 / 0.138
[power groups by stage]
stage	combinational (mW)	sequential (mW)	clock (mW)
4_1_cts	0.139	0	0
5_1_grt	0.148	0	0
6_report	0.136	0	0
[synthesized netlist by cell type (all sizes together)]
master	instances
and2	32
a22o	25
a221o	16
nor2	10
buf	9
mux2i	8
inv	3
nand2b	3
a21o	2
a21oi	2
clkbuf	2
a21boi	1
nor3	1
o21ai	1
o22ai	1
o32ai	1
or3b	1
xnor2	1
[layout by cell type (no fill, tap or decap), types with 3 or more instances in the layout]
cell             count
nor2_1               8
and2_1              32
a221o_1             16
clkdlybuf4s50_1    136
mux2i_1              8
inv_1                3
a22o_1              25
[path summary, 6_finish.rpt]
path / endpoint / cells after the start
hold / removal: shifted_read_value[22] / 3
setup / recovery: shifted_write_value[21] / 6
[metal layers]
| metal | GRT usage (%) | routed length [um] | vias to the layer above |
|---|---|---|---|
| met4 | 0 | 0 | 0 |
| met3 | 2.15 | 358 | 0 |
| met2 | 23.7 | 3400 | 51 |
| met5 | 0 | 0 | - |
| li1 | - | - | 725 |
| met1 | 14.5 | 2410 | 646 |
No activity file was given, so power comes from the tool's default toggle rates.
