$ cat /design/flow/design.v
typedef struct packed {
  logic R;
  logic I;
  logic S;
  logic B;
  logic U;
  logic J;
} EncodingType;
typedef struct packed {
  logic LUI;
  logic AUIPC;
  logic JAL;
  logic JALR;
  logic BEQ;
  logic BNE;
  logic BLT;
  logic BGE;
  logic BLTU;
  logic BGEU;
  logic LB;
  logic LH;
  logic LW;
  logic LBU;
  logic LHU;
  logic SB;
  logic SH;
  logic SW;
  logic ADDI;
  logic SLTI;
  logic SLTIU;
  logic XORI;
  logic ORI;
  logic ANDI;
  logic SLLI;
  logic SRLI;
  logic SRAI;
  logic ADD;
  logic SUB;
  logic SLL;
  logic SLT;
  logic SLTU;
  logic XOR;
  logic SRL;
  logic SRA;
  logic OR;
  logic AND;
  logic FENCE;
  logic FENCE_TSO;
  logic PAUSE;
  logic ECALL;
  logic EBREAK;
} InstructionSet;
typedef struct packed {
  logic ADD;
  logic SUB;
  logic SLL;
  logic SLT;
  logic SLTU;
  logic XOR;
  logic SRL;
  logic SRA;
  logic OR;
  logic AND;
  logic SLT_B;
  logic SLTU_B;
  logic SEQ_B;
} InstructionSetALU;
module MemoryWord(
  input logic clk,
  input logic reset_n,
  input logic address_enable,
  input logic [3:0] write_enable,
  input logic [31:0] write_value,
  output logic [31:0] read_value
);
logic [31:0] value;
logic [31:0] next_value;
genvar i;
generate
  for(i = 0; i < 4; i++) begin : next_bytes
    always_ff @(posedge clk, negedge reset_n) begin
      if(!reset_n) begin
        value[8*i+7 : 8*i] <= 8'b0;
      end else begin
        if(address_enable & write_enable[i]) begin
          value[8*i+7 : 8*i] <= write_value[8*i+7 : 8*i];
        end
      end
    end
  end
endgenerate
assign read_value = value;
endmodule
$ cat /design/flow/run.sh
#!/bin/bash
# OpenROAD 26Q1-2900-gdf79404cd8, Yosys 0.63+post, stock flow scripts
make -C /OpenROAD-flow-scripts/flow DESIGN_CONFIG=/design/flow/config.mk WORK_HOME=/design/flow/orfs finish
$ cat /design/flow/config.mk
export PLATFORM = sky130hd
export DESIGN_NAME = MemoryWord
export DESIGN_NICKNAME = MemoryWord
export VERILOG_FILES = /design/flow/design.v
export SDC_FILE = /design/flow/constraint.sdc
export NUM_CORES = 4
export LEC_CHECK = 1
export CORE_AREA = 10 10 104 104
export DIE_AREA = 0 0 114 114
$ cat /design/flow/constraint.sdc
current_design MemoryWord

set clk_period 1.5
set clk_io_pct 0.2

create_clock -name clk0 -period $clk_period [get_ports {clk}]

set non_clock_inputs [all_inputs -no_clocks]
set_input_delay [expr $clk_period * $clk_io_pct] -clock clk0 $non_clock_inputs
set_output_delay [expr $clk_period * $clk_io_pct] -clock clk0 [all_outputs]
==> metrics.yaml <==
endpoint_kind: "output pin"
outcome: "completed"
syn_inst: 68
tightest_slew_ns: 0.411
relSlewSlack_pct: 72.6
dp.cells: 247
fin_area_um2: 2120
largest_reg_flops: 32
warning_count: 25
logic_area_um2: 385
num_vias: 841
place_area_um2: 2040
ant_nets: 0
finalWeightedCongestion: 0.653
port_buffers: 70
critPathLaunch: "value[14]"
cts_root_buf: "clkbuf_8"
via_per_inst: 3.32
largestRegisters: "value x32"
cp.required_ns: 1.20
peakVddDrop_v: 0.000251
top_register: "value"
hold_violations: 0
cts_max_level: 2
post_drt_wl_per_cell_um: 14.0
register_area_um2: 801
area_growth_pct: 78.4
drt_wl_total_um: 3540
ys.warnings.count: 1
fin_crit_ns: 1.42
crit_chain: "clkdlybuf4s50_1"
dp_hpwl_um: 2900
yosys.cell_types.count: 3
cpPeakStageDelay_ns: 0.49
crit_buf_inv: 1
min_path_type: "in -> async"
grt-ovfl-total: 0
drtPass1Iterations: 2
fmax_mhz: 705
tritoncts: "built"
r2r-start: "value[14]"
crit_slowest_cell: "clkdlybuf4s50_1"
drc_errors: 0
fin_worst_skew_ns: 0
critPathCapture: "read_value[14]"
critical_path_class: "reg -> out"
cts_buffer_depth: 2
fp-utilization_pct: 13.7
layoutNonFillerInstCount: 253
rr_endpoint: "value[14]"
cp_num_cells: 1
cap_violations: 0
fill_cells: 907
yosys_cells: 68
grt_max_degree: 18
grt_usage_pct: 5.37
netlist_area_um2: 1190
n_antenna_cell: 0
grt_pass1_vias: 987
grt_pass1_wl_um: 5580
clk_pin_slew_ns: 0.06
antenna_found_initial: 0
path_delay_family: "buffers and inverters"
critPathLaunchType: "register"
clk_latency_ns: 0.27
die_x_um: 114
reg2reg_slack_ns: 0.73
p_leak_uw: 0.000841
drv_slew: 0
ys_ff: 32
ys_seq_share_pct: 67.5
initialDrtViolationCount: 13
clkSinkCount: 32
dieArea_um2: 13000
io_pins: 71
critPathMaxFanout: 2
setup_viol: 0
drive_gt1_share_pct: 29.7
reg2reg_depth: 1
core_um2: 8680
rsz0062_at_grt: "no"
finalCritPeriodShare_pct: 94.5
cts_buffers: 5
critical_path_arrival_ns: 1.12
die_y_um: 114
postSynthAreaPerCell_um2: 17.4
num_rows: 34
final_util_pct: 24.4
powerDensity_nw_per_um2: 1000
yosys_area_um2: 1190
hold_slack_ns: 0.493
[placed cells by master, fill, tap and decap left out, drive strengths merged]
| cell type | Yosys | final |
|---|---|---|
| dlygate4sd3 | 0 | 1 |
| nand2 | 4 | 4 |
| clkdlybuf4s50 | 0 | 69 |
| dfrtp | 32 | 32 |
| buf | 0 | 2 |
| mux2 | 32 | 32 |
| clkbuf | 0 | 5 |
[worst min-delay path by stage]
stage,start,slack (ns),endpoint,depth (start not counted)
5_1_grt,value[26],0.52,value[26],1
4_1_cts,reset_n,0.51,value[6],2
6_report,reset_n,0.49,value[6],2
[logic make-up (layout without fill, tap and decap cells)]
kind of cell	Yosys count	count (layout)	synth area share [%]
multiplexers	32	32	30.4
flip-flops	32	32	67.5
AND/OR/NAND/NOR	4	4	2.11
buffers and inverters	0	77	0
[synth_stat cells]
library cell / n / area, µm²
dfrtp_1: 32 / 801
mux2_2: 32 / 360
nand2_2: 4 / 25.0
[area by class of cell]
class,instances,area share [%]
clock buffers,5,3.25
multi-input cells,36,18.2
flip-flops and latches,32,37.8
well taps,108,6.39
repair buffers,72,34.3
[where the power goes]
group / total (µW) / switching [µW] / internal [µW]
logic: 501 / 102 / 400
registers: 1050 / 59.1 / 991
clock network: 573 / 275 / 298
[stage by stage]
step | worst slack [ns] | setup TNS [ns] | power [µW]
CTS | 0.0615 | 0 | 2210
global route | 0.0177 | 0 | 2280
detailed placement | -0.129 | -3.67 | 1590
global placement | -0.120 | -3.15 | 1580
finish | 0.0822 | 0 | 2130
floorplan | 0.612 | 0 | 1160
[per-layer routing]
metal | track usage, % | share of wire [%] | wire length (µm)
met5 | 0 | 0 | 0
met4 | 0.585 | 1.2 | 42
met3 | 2.87 | 12 | 436
met2 | 8.77 | 48 | 1680
met1 | 6.34 | 39 | 1380
[repair_timing]
action                    CTS  global route
setup buffers               0             0
hold endpoints to repair   15             0
hold buffers                1             0
resized                     0             0
Power is estimated from default activity; no workload was simulated.
